--- constraint.sdc ---
current_design parking

set clk_period 4.0
set clk_io_pct 0.2

create_clock -name clk0 -period $clk_period [get_ports {clk}]

set non_clock_inputs [all_inputs -no_clocks]
set_input_delay [expr $clk_period * $clk_io_pct] -clock clk0 $non_clock_inputs
set_output_delay [expr $clk_period * $clk_io_pct] -clock clk0 [all_outputs]
--- config.mk ---
export PLATFORM = sky130hd
export DESIGN_NAME = parking
export DESIGN_NICKNAME = parking
export VERILOG_FILES = /design/flow/design.v
export SDC_FILE = /design/flow/constraint.sdc
export NUM_CORES = 4
export LEC_CHECK = 1
export CORE_UTILIZATION = 30
--- design.v ---
`timescale 1ns / 1ps
module parking( 
	input clk,rst,
	input entry, exit,  
 	input [1:0] password1, password2,
 	output wire GREEN,RED,
 	output reg [6:0] HEX_1, HEX_2
    );
parameter IDLE = 3'b000,WAIT_PASSWORD = 3'b001,WRONG_PASS = 3'b010,RIGHT_PASS = 3'b011,STOP = 3'b100;
reg[2:0] current_state, next_state;
reg[31:0] counter_wait;
reg red_tmp,green_tmp;
always @(posedge clk or negedge rst)
begin
if(~rst) 
	current_state = IDLE;
else
	current_state = next_state;
end
always @(posedge clk or negedge rst) 
begin
 if(~rst) 
 	counter_wait <= 0;
 else if(current_state==WAIT_PASSWORD)
 	counter_wait <= counter_wait + 1;
 else 
 	counter_wait <= 0;
end
always @(*)
begin
 case(current_state)
 IDLE: begin
   		if(entry == 1)  
 		 next_state = WAIT_PASSWORD;
 		else
 		 next_state = IDLE;
 	   end
 WAIT_PASSWORD: begin
 		if(counter_wait <= 3)
 			next_state = WAIT_PASSWORD;
 		else 
 		begin
 		 if((password1==2'b01)&&(password2==2'b10))
 		 next_state = RIGHT_PASS;
 		 else
 		 next_state = WRONG_PASS;
 		end
 		end
 WRONG_PASS: begin
		 if((password1==2'b01)&&(password2==2'b10))
		 next_state = RIGHT_PASS;
		 else
		 next_state = WRONG_PASS;
		 end
 RIGHT_PASS: begin
   		if(entry ==1 && exit == 1)
		 next_state = STOP;
 		else if(exit == 1)
 		 next_state = IDLE;
		else
		 next_state = RIGHT_PASS;
		end
 STOP: begin
		if((password1==2'b01)&&(password2==2'b10))
		next_state = RIGHT_PASS;
		else
		next_state = STOP;
		end
 		default: next_state = IDLE;
endcase
end
always @(posedge clk) begin 
 case(current_state)
 IDLE: begin
	 green_tmp = 1'b0;
	 red_tmp = 1'b0;
	 HEX_1 = 7'b1111111;  
	 HEX_2 = 7'b1111111;  
	end
 WAIT_PASSWORD: begin
	 green_tmp = 1'b0;
	 red_tmp = 1'b1;
	 HEX_1 = 7'b0000110;  
	 HEX_2 = 7'b0101011;  
	end
 WRONG_PASS: begin
	 green_tmp = 1'b0;
	 red_tmp = ~red_tmp;
	 HEX_1 = 7'b0000110;  
	 HEX_2 = 7'b0000110;  
	end
 RIGHT_PASS: begin
	 green_tmp = ~green_tmp;
	 red_tmp = 1'b0;
	 HEX_1 = 7'b0000010;  
	 HEX_2 = 7'b1000000;  
	end
 STOP: begin
	 green_tmp = 1'b0;
	 red_tmp = ~red_tmp;
	 HEX_1 = 7'b0010010;  
	 HEX_2 = 7'b0001100;  
	end
endcase
end
assign RED = red_tmp  ;
assign GREEN = green_tmp;
endmodule
--- run.sh ---
#!/bin/bash
# OpenROAD 26Q1-2900-gdf79404cd8, Yosys 0.63+post, stock flow scripts
make -C /OpenROAD-flow-scripts/flow DESIGN_CONFIG=/design/flow/config.mk WORK_HOME=/design/flow/orfs finish
==> results_dict.tcl <==
# yosys + openroad results
set metrics [dict create \
    avgSynthCellArea_um2 10.11 \
    r2r-end "counter_wait[31]" \
    maxCapViolCount 0 \
    layout.cells.most_common "dfrtp_1" \
    synth_flops 48 \
    hold_buffers 0 \
    syn_inst 236 \
    cts_buffers 5 \
    finalSetupViolCount 0 \
    synthAoiAreaFrac 0.1259 \
    fin_crit_ps 2211 \
    finalInstanceArea_um2 2755 \
    io_buffers 22 \
    tightest_slew_ps 686.6 \
    diodes 0 \
    ys_warn_count 1 \
    cts_resized 0 \
    die_w_um 91.18 \
    finalWeightedCongestion 0.7734 \
    clockBufferDepth 2 \
    cts_tree "done" \
    via_count 1789 \
    p_per_area_nw_per_um2 488.2 \
    async_reset_ff_frac 0.7708 \
    r2r_slack_ps 1790 \
    post_cts_buffers 0 \
    xor_area_frac 0.03304 \
    startpoint_type "flop" \
    avgRoutedWirePerCell_um 12.07 \
    crit_start "counter_wait[10]" \
    wl_um 4274 \
    stdcell_count 354 \
    post-place-ws_ps 1800 \
    route.detailed.drc 0 \
    hold_slack_ps 477.9 \
    fmax_mhz 452.3 \
    ff_type "dfrtp_1" \
    max-slew-margin-rel 0.5381 \
    ir_drop_mv 0.1509 \
    crit_arrival_ps 2440 \
    fin_ws_ps 1789 \
    ys_chip_area_um2 2386 \
    cp.required_ps 4230 \
    drt_first_pass_iters 4 \
    slowest_delay_ps 790 \
    crit_end "counter_wait[31]" \
    crit_type "reg -> reg" \
    p_leak_nw 0.9846 \
    rsz0062_at_grt "no" \
    power.total_mw 1.345 \
    antenna_found_initial 0 \
    h-tree-depth 2 \
    ys_seq_frac 0.5270 \
    slew_viol_final 0 \
    die_h_um 91.18 \
    edf_count 11 \
    clock_skew_ps 7.475 \
    grt_max_degree 38 \
    layout.cells.most_common_list "36 x dfrtp_1, 23 x a21oi_1, 21 x clkdlybuf4s50_1" \
    tns_ps 0 \
    clkSinkCount 48 \
    r2r_cells 4 \
    synth_cell_types 40 \
    cts_root_buf "clkbuf_8" \
    clkTransAtPathRegs_ps 90 \
    layout-drive-gt1-share 0.08730 \
    rows 32 \
    critPathSlowestCell "or4_1" \
    syn-cell-area_um2 2386 \
    io_pins 24 \
    dp_hpwl_um 2921 \
    grt_pass1_vias 1653 \
    top_logic_kind "simple AND/OR/NAND/NOR gates" \
    placed_area_um2 2640 \
    openroad.warnings 25 \
    yosys-stat-cells 236 \
    grt-ovfl-total 0 \
    dpl.cell_count 346 \
    grt_pass1_wl_um 7693 \
    mux_share 0 \
    detail-route-antenna-nets 0 \
    finalHoldViolations 0 \
    fin_crit_sh 0.5527 \
    reg2reg_from "counter_wait[10]" \
    syn_to_final_growth_pct 15.47 \
    cp_cell_sequence "nand4_2, or4_1, or4_1, a21oi_1" \
    drtIter0Drc 118 \
    hp-class "reg -> reg" \
    status "finished, final reports clean" \
    path_max_fanout 17 \
    vias_per_cell 5.054 \
    clk-insertion-delay-late_ps 300 \
    coreArea_um2 7727 \
    fp.dieArea_um2 8314 \
    adder_share 0.005244 \
    fin_util 0.3565 \
    grt_use_total 0.1150 \
    fp_util 0.3088 \
    end_kind "flop" \
    cpMostUsedCell "or4_1" \
    simple_gate_area_frac 0.2512 \
]
critical path, delay by kind of cell (launching register included):
kind	cells	cell delay, ps
AND/OR/NAND/NOR	3	1530
flip-flops	1	460
AND-OR/OR-AND	1	150
metal layers:
| layer | routed length, um | share of wire | track usage |
|---|---|---|---|
| met5 | 0 | 0 | 0 |
| met3 | 151 | 0.035 | 0.02041 |
| met4 | 55 | 0.013 | 0.01190 |
| met1 | 2092 | 0.49 | 0.1733 |
| met2 | 1974 | 0.46 | 0.1862 |
cell type report:
class / instances / area, um2
Timing Repair Buffer: 24 / 230.2
Inverter: 8 / 30.03
Clock buffer: 5 / 68.82
Sequential cell: 48 / 1257
Fill cell: 764 / 4972
Multi-Input combinational cell: 164 / 994.7
Tap cell: 102 / 127.6
Clock inverter: 3 / 46.29
cells in the mapped netlist (all sizes together) (2+ instances only):
library cell | number | area [um2]
nor2 | 16 | 60.06
or2 | 3 | 18.77
nor3 | 3 | 15.01
clkbuf | 5 | 18.77
or4 | 14 | 108.9
or3 | 12 | 81.33
dfrtp | 36 | 900.9
o31ai | 14 | 105.1
and4 | 2 | 18.77
a21oi | 23 | 115.1
edfxtp | 11 | 330.3
inv | 8 | 30.03
buf | 11 | 85.08
xnor2 | 7 | 61.31
nand3 | 12 | 65.06
nand4 | 7 | 56.30
xor2 | 2 | 17.52
nor4 | 12 | 75.07
o21ai | 11 | 55.05
nand2 | 16 | 60.06
registers in the layout (all words and copies together) (netlist names):
| register | flops |
|---|---|
| counter_wait | 32 |
| HEX_2 | 6 |
| current_state | 5 |
| HEX_1 | 3 |
| green_tmp | 1 |
| red_tmp | 1 |
report_power, final:
part,switching (mW),internal [mW]
registers,0.0515,0.618
clock network,0.167,0.188
logic,0.141,0.179
cells by family (layout without fill, tap and decap cells):
family | after synthesis | in the layout
AND-OR/OR-AND | 51 | 51
XOR/XNOR | 9 | 9
adder cells (fa/ha/maj) | 1 | 1
buffers and inverters | 24 | 40
flip-flops | 48 | 48
other | 1 | 1
AND/OR/NAND/NOR | 102 | 102
worst min path at each step:
stage / startpoint / endpoint / cells past startpoint
5_1_grt: counter_wait[0] / counter_wait[0] / 1
4_1_cts: counter_wait[0] / counter_wait[0] / 1
6_report: counter_wait[0] / counter_wait[0] / 1
