$ cat flow/constraint.sdc
current_design Traffic_Light_Controller

set clk_period 2.1
set clk_io_pct 0.2

create_clock -name clk0 -period $clk_period [get_ports {clk}]

set non_clock_inputs [all_inputs -no_clocks]
set_input_delay [expr $clk_period * $clk_io_pct] -clock clk0 $non_clock_inputs
set_output_delay [expr $clk_period * $clk_io_pct] -clock clk0 [all_outputs]
$ cat flow/config.mk
export PLATFORM = sky130hd
export DESIGN_NAME = Traffic_Light_Controller
export DESIGN_NICKNAME = Traffic_Light_Controller
export VERILOG_FILES = /design/flow/design.v
export SDC_FILE = /design/flow/constraint.sdc
export NUM_CORES = 4
export LEC_CHECK = 1
export CORE_AREA = 10 10 70 70
export DIE_AREA = 0 0 80 80
$ cat flow/run.sh
#!/bin/bash
# OpenROAD 26Q1-2900-gdf79404cd8, Yosys 0.63+post, stock flow scripts
make -C /OpenROAD-flow-scripts/flow DESIGN_CONFIG=/design/flow/config.mk WORK_HOME=/design/flow/orfs finish
$ cat flow/design.v
`timescale 1ns / 1ps
module Traffic_Light_Controller(
    input clk,rst,
    output reg [2:0]light_M1,
    output reg [2:0]light_S,
    output reg [2:0]light_MT,
    output reg [2:0]light_M2
    );
    parameter  S1=0, S2=1, S3 =2, S4=3, S5=4,S6=5;
    reg [3:0]count;
    reg[2:0] ps;
    parameter  sec7=7,sec5=5,sec2=2,sec3=3;
    always@(posedge clk or posedge rst)
        begin
        if(rst==1)
        begin
        ps<=S1;
        count<=0;
        end
        else
            case(ps)
                S1: if(count<sec7)
                        begin
                        ps<=S1;
                        count<=count+1;
                        end
                    else
                        begin
                        ps<=S2;
                        count<=0;
                        end
                S2: if(count<sec2)
                        begin
                        ps<=S2;
                        count<=count+1;
                        end
                    else
                        begin
                        ps<=S3;
                        count<=0;
                        end
                S3: if(count<sec5)
                        begin
                        ps<=S3;
                        count<=count+1;
                        end
                    else
                        begin
                        ps<=S4;
                        count<=0;
                        end
                S4:if(count<sec2)
                        begin
                        ps<=S4;
                        count<=count+1;
                        end
                    else
                        begin
                        ps<=S5;
                        count<=0;
                        end
                S5:if(count<sec3)
                        begin
                        ps<=S5;
                        count<=count+1;
                        end
                    else
                        begin
                        ps<=S6;
                        count<=0;
                        end
                S6:if(count<sec2)
                        begin
                        ps<=S6;
                        count<=count+1;
                        end
                    else
                        begin
                        ps<=S1;
                        count<=0;
                        end
                default: ps<=S1;
                endcase
            end   
            always@(ps)    
            begin
                case(ps)
                    S1:
                    begin
                       light_M1<=3'b001;
                       light_M2<=3'b001;
                       light_MT<=3'b100;
                       light_S<=3'b100;
                    end
                    S2:
                    begin 
                       light_M1<=3'b001;
                       light_M2<=3'b010;
                       light_MT<=3'b100;
                       light_S<=3'b100;
                    end
                    S3:
                    begin
                       light_M1<=3'b001;
                       light_M2<=3'b100;
                       light_MT<=3'b001;
                       light_S<=3'b100;
                    end
                    S4:
                    begin
                       light_M1<=3'b010;
                       light_M2<=3'b100;
                       light_MT<=3'b010;
                       light_S<=3'b100;
                    end
                    S5:
                    begin
                       light_M1<=3'b100;
                       light_M2<=3'b100;
                       light_MT<=3'b100;
                       light_S<=3'b001;
                    end
                    S6:
                    begin 
                       light_M1<=3'b100;
                       light_M2<=3'b100;
                       light_MT<=3'b100;
                       light_S<=3'b100;
                    end
                    default:
                    begin 
                       light_M1<=3'b000;
                       light_M2<=3'b000;
                       light_MT<=3'b000;
                       light_S<=3'b000;
                    end
                    endcase
            end                
endmodule
==> flow_summary.ini <==
; yosys + openroad results
[run_status]
outcome = finished, final reports clean

[critical_path]
crit_path_start_kind = flip-flop
cp.required_ns = 1.68
critical_path.max_fanout = 3
cp.arrival_ns = 1.61
path_delay_family = simple AND/OR/NAND/NOR gates
max_stage_delay_ns = 0.55
worstSetupPathType = reg -> out
path_buffers = 2
crit_path_top_delay_cell = or4_4
crit_path_end_kind = primary output
path_cells = buf_4 -> or4_4 -> dlygate4sd2_1

[pwr]
powerDensity_mw_per_mm2 = 431
p_comb_share_pct = 1.5
pwr-share-clk_pct = 47.0
power_switching_uw = 74.6
p_seq_share_pct = 51.5
p_int_uw = 300
ir_worst_vdd_uv = 173
swShare_pct = 19.9
finalPower_uw = 374
p_leak_nw = 0.405

[cts]
htree_levels = 1
cts.sink_count = 10
cts-root-buf = clkbuf_4
holdBufCountCts = 0
cts.clk_slew.worst_paths_ns = 0.08
clk_latency_ns = 0.27
cts_tree = yes
cts_buffers = 3
cts_max_path_buffers = 2

[synthesis]
synth-compound-area-share_pct = 13.1
fa_ha_area_share_pct = 3.91
synthArstFlopShare_pct = 100
synth_area_um2 = 639
ys_sh_simple_pct = 29.9
yosys_warnings = 1
ys_seq_share_pct = 39.3
synth.distinct_cells = 32
ys_chip_area_um2 = 639
synthFlopType = dfrtp_1
syn_avg_cell_area_um2 = 8.20
postSynthCellCount = 78
synthMuxAreaShare_pct = 1.57
edf_count = 0
xor_share_pct = 0
logic_family = simple AND/OR/NAND/NOR gates
yosys-stat-cells = 78
ys.flops = 10

[routing]
vias_per_cell = 4.38
drt-pass1-iter-count = 4
num_antenna_cells = 0
wl_um = 1520
drt_iter0_drc = 102
wire_per_inst_um = 11.0
route.detailed.drc = 0
vias = 605
ant_nets = 0

[cells_and_area]
final_cell_mix = clkdlybuf4s50_1 (10), nand2_1 (9), buf_4 (8)
comb_area_um2 = 317
nFillCells = 363
final_util_pct = 25.4
finish.instance_area_um2 = 868
area_growth_pct = 35.8
final_common_cell = clkdlybuf4s50_1
final-seq-area_um2 = 254
drive_gt1_share_pct = 22.8

[final_timing]
rsz0062_at_grt = false
setup_viol = 0
finalCritPeriodShare_pct = 96.8
finalSetupTns_ns = 0
worst_slack_ns = 0.0663
max_freq_ghz = 0.492
finalHoldViolations = 0
clock_skew_ns = 0.0102
fin_crit_ns = 2.03
slew_violations = 0

[grt]
grt-ovfl-total = 0
grt_max_degree = 12
grt.met3_usage_pct = 2.61
use_met1_pct = 5.99
grt_usage_pct = 4.93
grt_pass1_vias = 548
antenna_found_initial = 0
busiest_layer = met2
use_met2_pct = 7.46
grt_pass1_wl_um = 2570

[floorplan]
dieArea_mm2 = 0.00640
die_w_um = 80
fp_util_pct = 18.7
core_area_mm2 = 0.00342
rows = 21
fp.dieH_um = 80
num_io_pins = 14

[place]
placed_area_um2 = 773
dp_slack_ns = 0.217
place_congestion = 0.868
portBuffers = 12
dp_hpwl_um = 1120

[flow_run]
warnings = 26
drv_cap = 0

[worst_hold_path]
hold_path.class = in -> async
registers in the layout, indices dropped and copies added (netlist names):
name   count
ps         6
count      4
metrics by stage:
step	hold slack [ns]	std cells
floorplan	0.259	78
global placement	0.549	127
detailed placement	0.557	127
CTS	0.438	134
global route	0.462	138
finish	0.430	138
cells in the mapped netlist (all sizes together) (2+ instances only):
cell type	count	area, um^2
or3	4	26.3
nor2	6	30.0
ha	2	25.0
inv	6	22.5
dfrtp	9	225
a21oi	3	15.0
nand2	10	40.0
o21ai	4	20.0
buf	4	22.5
a22o	2	17.5
nor3	6	30.0
a31oi	2	12.5
clkbuf	5	18.8
metal layers:
| metal | routed length, um | vias up |
|---|---|---|
| met5 | 0 | - |
| met4 | 32 | 0 |
| met3 | 192 | 4 |
| met2 | 626 | 28 |
| met1 | 672 | 282 |
| li1 | - | 291 |
area by class of cell:
class | count | share of cell area (%)
flip-flops and latches | 10 | 29.3
well taps | 46 | 6.63
clock buffers | 4 | 4.18
repair buffers | 20 | 20.9
inverters | 6 | 2.59
multi-input cells | 52 | 36.5
power by group through the flow:
stage / sequential, mW / clock [mW] / combinational [mW]
CTS: 0.192 / 0.185 / 0.00623
finish: 0.193 / 0.176 / 0.00577
global route: 0.192 / 0.193 / 0.00706
worst paths after layout:
check,from,endpoint,slack [ns],depth (start not counted)
worst max-delay path,ps[4]$_DFF_PP0_,light_M2[2],0.07,3
worst min register to register,ps[0]$_DFF_PP1_,ps[3]$_DFF_PP0_,0.56,2
max in group asynchronous,rst,ps[0]$_DFF_PP1_,1.35,2
worst min-delay path,rst,count[3]$_DFFE_PP0P_,0.43,2
worst max register to register,count[0]$_DFFE_PP0P_,count[1]$_DFFE_PP0P_,0.33,5
min in group clk0,ps[0]$_DFF_PP1_,ps[3]$_DFF_PP0_,0.56,2
what timing repair did:
action / in CTS / in global routing
endpoints found under the setup margin: 2 / 1
setup buffers: 3 / 4
gates resized: 4 / 1
pin swaps: 1 / 0
cell families after synthesis:
kind of cell | after synthesis
simple gates | 35
buf+inv | 16
compound gates | 13
flops | 10
fa+ha+maj | 2
mux | 1
other cells | 1
Power figures rest on the tool's default switching activity, not on a simulated workload.
