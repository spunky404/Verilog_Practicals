==> flow/design.v <==
module UpDown_Count(
	input clk, input mode,
	output reg[3:0] count, input reset,
	output reg[6:0] BCD_output
);
always @(count) begin case(count)
	4'b0000:BCD_output = 7'b0000001;
	4'b0001:BCD_output = 7'b1001111;
	4'b0010:BCD_output = 7'b0010010;
	4'b0011:BCD_output = 7'b0000110;
	4'b0100:BCD_output = 7'b1001100;
	4'b0101:BCD_output = 7'b0100100;
	4'b0110:BCD_output = 7'b0100000;
	4'b0111:BCD_output = 7'b0001111;
	4'b1000:BCD_output = 7'b0000000;
	4'b1001:BCD_output = 7'b0000100;
	4'b1010:BCD_output = 7'b0001001;
	4'b1011:BCD_output = 7'b1100000;
	4'b1100:BCD_output = 7'b0110001;
	4'b1101:BCD_output = 7'b0000001;
	4'b1110:BCD_output = 7'b0110000;
	4'b1111:BCD_output = 7'b0111000;
	default:BCD_output = 7'b1111111;
endcase
end
always @(posedge clk or posedge reset)
begin if(reset==1)
  count<=0;
	else if(mode==0) count<=count+1;
	else count<=count-1; 
	end
endmodule
==> flow/run.sh <==
#!/bin/bash
# OpenROAD 26Q1-2900-gdf79404cd8, Yosys 0.63+post, stock flow scripts
make -C /OpenROAD-flow-scripts/flow DESIGN_CONFIG=/design/flow/config.mk WORK_HOME=/design/flow/orfs finish
==> flow/config.mk <==
export PLATFORM = sky130hd
export DESIGN_NAME = UpDown_Count
export DESIGN_NICKNAME = UpDown_Count
export VERILOG_FILES = /design/flow/design.v
export SDC_FILE = /design/flow/constraint.sdc
export NUM_CORES = 4
export LEC_CHECK = 1
export CORE_AREA = 10 10 70 70
export DIE_AREA = 0 0 80 80
==> flow/constraint.sdc <==
current_design UpDown_Count

set clk_period 1.7
set clk_io_pct 0.2

create_clock -name clk0 -period $clk_period [get_ports {clk}]

set non_clock_inputs [all_inputs -no_clocks]
set_input_delay [expr $clk_period * $clk_io_pct] -clock clk0 $non_clock_inputs
set_output_delay [expr $clk_period * $clk_io_pct] -clock clk0 [all_outputs]
==> impl.org <==
* Flow results

** Clock network
- Worst-path clk slew :: approximately 0.04 ns
- Cell at the root of the clock tree :: clkbuf_4
- For this design, the sink count on the clock tree is 4.
- Maximum level of the CTS H-tree :: 1
- Total CTS buffers :: 3
- TritonCTS built the clock tree.
- The later pin in the worst-skew pair is clocked with a latency of between 0.2 and 0.25 ns.
- The clock passes through at most 2 buffers.

** Pwr
- The worst-case IR drop observed on VDD is about 0.00024 V.
- Dividing total power by cell area gives a power density of approximately 1400 mW/mm².
- For this design the static power due to leakage is 0.434 nW.

** Global route
- After global routing the overflow that remains totals 0.
- Initial antenna violation count :: 0
- GRT Overall Usage :: roughly 4.1%
- Entering global routing, the biggest net connects 8 pins.
- The first global-routing pass estimated 2.19 mm of wire.
- The number of global-route vias before repair was 478.

** Timing
- Post-route clock skew :: about 0.0016 ns
- From the final report, the count of setup violators was given as 4.
- Final critical-path share of the clock period :: 113%
- The slew check shows that the tightest pin keeps a relative margin of a little under 90%.
- The final max-slew violation count recorded for this run is 0.
- Shortest clock period the worst path allows after layout :: between 1.5 and 2 ns
- Hold is met by approximately 0.30 ns.
- Timing would allow up to 522 MHz.
- Hold-check failures listed in the final report amount to 0.
- RSZ-0062 raised after global routing :: yes
- Crit path setup slack, layout :: -0.214 ns
- Slew @ Worst Pin :: 0.185 ns

** Logic synthesis
- Per the synthesis report, the number of distinct cell types is 20.
- Warnings reported by Yosys during synthesis add up to 1.
- Mapped cell area :: 453 µm²
- The most frequently used library cell after synthesis is ha_1.
- By count the netlist is led by 9 x ha_1, 6 x inv_1, 4 x dfrtp_1.
- Of the post-synthesis cell area, the dominant cell type holds between 20% and 30%.
- Chip area line of the yosys report :: roughly 450 µm²
- Share of flip-flops with an asynchronous set or reset after synthesis :: about 100%
- Proportion of synthesized chip area in sequential cells :: between 20 and 25%
- Looking at the cell usage after synthesis, the top flip-flop cell is dfrtp_1.
- Count of flip-flops with a built-in enable after synthesis :: 0
- The biggest area contributor in the post-synthesis netlist is ha_1.
- Avg Cell Area, Syn :: between 9 and 10 µm²
- The synthesis report lists the most area-consuming cells as ha_1 25%, dfrtp_1 22%, mux2i_1 6.6%.
- Cells after Synth :: ~46
- Number of standard cells reported by yosys :: 46
- The synthesized design contains 4 register bits.

** Detailed routing
- For this run, the detailed router's first-pass iteration total came to 4.
- The final layout contains routed wiring with a total length of 1.35 mm.
- Drc violations :: 0
- Count of nets left with antenna violations after detail routing :: 0
- Diode count :: 0
- In the routed layout, each cell is associated on average with a via count of between 3 and 4.
- Wire length per cell :: between 10 and 15 µm
- After the first detailed-routing iteration, the DRC count stood at 18.
- Number of vias after detailed routing :: about 470

** Place
- The HPWL after detailed placement is approximately 980 µm.
- Placed Instance Area :: between 700 and 800 µm²
- After detailed placement, the design holds a cell count of 122.
- Post-place setup slack :: -0.273 ns
- Number of buffers inserted by port buffering :: 13
- GPL Wtd Cong :: 0.814

** Finish
- Per the layout area report, the register area comes to around 100 µm².
- Final Cell Area :: just over 900 µm²
- For this run, the number of standard cells in the final layout without fillers is roughly 130.
- Flip-flop count of the largest register after layout :: 4
- The multi-input combinational cells in the finished layout cover a total of 402 µm².
- Reg with most FFs :: count
- Share of final-layout standard cells stronger than drive strength 1 :: approximately three fifths
- In the final layout, the fill cell count is approximately 360.
- Synthesis-to-layout area growth :: 101%
- The largest registers in the layout are count: 4 flops.

** Die
- Initial Util :: 13.3%
- Site Rows :: 21
- Die Size :: around 0.0064 mm²
- Die x size :: 80 µm
- Pin placement for this block handled 14 I/O pins.
- Area of the core region :: approximately 0.0034 mm²
- Die Y-Extent :: about 80 µm

** Status
- The checks that failed: setup timing.
- Status :: finished with violations

** Setup path
- Critical path class :: reg2out
- Of all nets on the critical path, the largest fanout is 4.
- Endpoint kind of the worst setup timing path :: output pin
- According to the timing report, the arrival time at the worst endpoint equals around 1.6 ns.
- For the worst setup path, the data required time is roughly 1.4 ns.
- STA classifies the critical path startpoint as a register.

** Job
- Tool warnings :: 33
- Max-cap violations in this run came to 0.

** Min path
- Worst hold path type :: in2async
[worst paths after layout]
kind	startpoint	slack, ns	to	cells past startpoint
max reg2reg	count[0]	0.09	count[2]	7
max	count[1]	-0.21	BCD_output[3]	5
min in group clk0	count[3]	0.79	count[3]	3
min	reset	0.30	count[3]	2
max in group asynchronous	reset	1.24	count[2]	2
min reg2reg	count[3]	0.79	count[3]	3
[per-layer routing]
layer,track usage [%],wire length (µm),part of all wire [%],vias up
met5,0,0,0,-
met4,0.528,0,0,0
met3,2.27,129,9.6,0
met2,6.90,696,52,10
met1,4.59,520,39,221
li1,-,-,-,236
[layout make-up]
| cell class | instances | share of cell area [%] |
|---|---|---|
| Inverter | 6 | 2.47 |
| Sequential cell | 4 | 11.3 |
| Tap cell | 46 | 6.32 |
| Multi-Input combinational cell | 34 | 44.1 |
| Timing Repair Buffer | 37 | 33.4 |
| Clock buffer | 3 | 2.47 |
[critical path, stage by stage, from the launching register on]
cell and delay [ns]:
dfrtp_1 0.38, inv_2 0.10, ha_4 0.27, inv_2 0.03, mux4_2 0.43, buf_2 0.13
[stage by stage]
stage | total power, mW | util, % | setup TNS [ns]
finish | 1.26 | 26.7 | -0.509
global route | 1.40 | 26.7 | -0.855
CTS | 1.23 | 25.8 | -0.448
detailed placement | 1.08 | 22.3 | -1.12
global placement | 1.07 | 22.3 | -1.04
floorplan | 0.568 | - | 0
[cells in the final DEF, fill, tap and decap left out, types with 2 or more instances in the layout]
cell / instances
inv_2: 3
ha_4: 6
buf_2: 7
ha_1: 2
clkbuf_4: 3
xnor2_1: 2
nor2_1: 3
buf_6: 7
buf_4: 17
dfrtp_2: 2
clkdlybuf4s50_1: 5
dfrtp_1: 2
mux2i_1: 3
inv_1: 3
[repair_timing]
item	in CTS	in global routing
resized	46	7
setup buffers	5	5
hold buffers	0	0
pin swaps	10	3
setup endpoints to repair	7	9
[kinds of logic (layout without fill, tap and decap cells)]
| family | after synthesis | count (layout) | synth area share, % |
|---|---|---|---|
| DFF | 4 | 4 | 22.1 |
| muxes | 4 | 4 | 11.6 |
| AOI/OAI and AO/OA | 9 | 9 | 12.4 |
| xor gates and xnor gates | 3 | 3 | 5.80 |
| buffers and inverters | 8 | 46 | 9.94 |
| adders and majority gates | 10 | 10 | 29.3 |
| and+or+nand+nor | 8 | 8 | 8.84 |
[report_power, final]
part / internal (mW) / total, mW / switching (mW)
Combinational: 0.576 / 0.939 / 0.363
Sequential: 0.140 / 0.206 / 0.0655
Clock: 0.0787 / 0.114 / 0.0351
Power is estimated from default activity; no workload was simulated.
